--- flow/constraint.sdc ---
current_design Flash_bounder

set clk_period 9.0
set clk_io_pct 0.2

create_clock -name clk0 -period $clk_period [get_ports {clk}]

set non_clock_inputs [all_inputs -no_clocks]
set_input_delay [expr $clk_period * $clk_io_pct] -clock clk0 $non_clock_inputs
set_output_delay [expr $clk_period * $clk_io_pct] -clock clk0 [all_outputs]
--- flow/run.sh ---
#!/bin/bash
# OpenROAD 26Q1-2900-gdf79404cd8, Yosys 0.63+post, stock flow scripts
make -C /OpenROAD-flow-scripts/flow DESIGN_CONFIG=/design/flow/config.mk WORK_HOME=/design/flow/orfs finish
--- flow/design.v ---
module Flash_bounder(clk, rst_n, flick, LED);
input clk, rst_n,flick;
output [15:0]LED;
wire clk, rst_n, flick;
reg [15:0]LED;
reg [1:0]operation;
integer N;
integer i;
parameter IDLE 		  =  2'b00;
parameter UP			  =  2'B01;
parameter DOWN 		  =  2'b10;
parameter KICK_BACK	  =  2'b11;
parameter INIT         =  6'b000001;
parameter ZERO_TO_FIVE =  6'b000010;
parameter OFF_TO_ZERO  =  6'b000100;
parameter ZERO_TO_TEN  =  6'b001000;
parameter OFF_TO_FOUR  =  6'b010000;
parameter FOUR_TO_FTEEN = 6'B100000;
parameter SIZE         =  6        ;
reg [SIZE - 1: 0] state;
reg [SIZE - 1: 0]	next_state;
always @(posedge clk or negedge rst_n)
begin
	if(!rst_n) begin
		state <=  INIT;
	end
	else begin
		state <= next_state;
	end
end
always @(posedge clk or negedge rst_n)
begin
	if(!rst_n) begin
		N <= -1;
	end
	else begin
		if(operation == UP) begin
			N <= N + 1;
		end
		else if(operation == IDLE) begin
			N <= N;
		end
		else begin
			N <= N - 1;
		end
	end
end
always @(state or operation)
begin
	case(state)
	INIT: begin
		if(operation == UP) begin
			next_state = ZERO_TO_FIVE;
		end
		else begin
			next_state = INIT;
		end
	end
	ZERO_TO_FIVE: begin
		if(operation == UP) begin
			next_state = ZERO_TO_FIVE;
		end
		else begin
			next_state = OFF_TO_ZERO;
		end
	end
	OFF_TO_ZERO: begin
		if(operation == DOWN) begin
			next_state = OFF_TO_ZERO;
		end
		else begin
			next_state = ZERO_TO_TEN;
		end
	end
	ZERO_TO_TEN: begin
		if(operation == KICK_BACK) begin
			next_state = OFF_TO_ZERO;
		end
		else if(operation == DOWN) begin
			next_state = OFF_TO_FOUR;
		end
		else begin
			next_state = ZERO_TO_TEN;
		end
	end
	OFF_TO_FOUR: begin
		if(operation == DOWN) begin
			next_state = OFF_TO_FOUR;
		end
		else begin
			next_state = FOUR_TO_FTEEN;
		end
	end
	FOUR_TO_FTEEN: begin
		if(operation == KICK_BACK) begin
			next_state = OFF_TO_FOUR;
		end
		else if(operation == DOWN) begin
			next_state = INIT;
		end
		else begin
			next_state = FOUR_TO_FTEEN;
		end
	end
	default: next_state = INIT;
	endcase
end
always @(state or flick or N) begin
	operation = 2'b00;
	case(state)
	INIT: begin
		if(N >= 0) operation = DOWN;
		else if(flick) operation = UP;
		else operation = IDLE;
	end
	ZERO_TO_FIVE: begin
		if(N < 5) operation = UP;
		else operation = DOWN;
	end
	OFF_TO_ZERO: begin
		if(N >= 0) operation = DOWN;
		else operation = UP;
	end
	ZERO_TO_TEN: begin
		if(flick && (N == 5 || N == 10)) operation = KICK_BACK;
		else if(N == 10) operation = DOWN;
		else operation = UP;
	end
	OFF_TO_FOUR: begin
		if(N > 4) operation = DOWN;
		else operation = UP;
	end
	FOUR_TO_FTEEN: begin
		if(flick && (N == 5 || N == 10)) operation = KICK_BACK;
		else if(N == 15) operation = DOWN;
		else operation = UP;
	end
	default: operation = IDLE;
	endcase
end
always @(N)
begin
	if(N == -1) 
		for(i = 0; i < 16 ; i = i + 1)
		begin
			LED[i] = 0;
		end
	else
		for( i = 0; i < 16 ; i = i + 1)
		begin
			if(i <= N) LED[i] = 1'b1;
			else LED[i] = 1'b0;
		end
end
endmodule
--- flow/config.mk ---
export PLATFORM = sky130hd
export DESIGN_NAME = Flash_bounder
export DESIGN_NICKNAME = Flash_bounder
export VERILOG_FILES = /design/flow/design.v
export SDC_FILE = /design/flow/constraint.sdc
export NUM_CORES = 4
export LEC_CHECK = 1
export CORE_UTILIZATION = 40
==> run_results.csv <==
group,metric,value,unit
outcome,outcome,"finished clean",
sta,worstMarginPinSlew,807,ps
die,coreArea,0.00676,mm²
placed_design,dpl.cell_count,400,
power_and_ir_drop,combPwrFrac,1.3,%
power_and_ir_drop,powerDensity,103,mW/mm²
layout,fin_cells,408,
synthesis,yosys_most_used_dff,"dfstp_2",
synthesis,ys_chip_area,0.00280,mm²
sta,grt_setup_unrepaired,"no",
cts,cts_resized,0,
die,die_h,85.6,µm
drt,wl_per_cell,17.1,µm
sta,fin_setup_tns,0,ps
cts,cts_hold_buffers,0,
cts,htree_levels,2,
power_and_ir_drop,switching_share,20.2,%
layout,lay_top_count,"dfstp_2",
grt,antenna_found_initial,0,
worst_setup_path,arrival,3250,ps
layout,syn_to_final_growth,11.1,%
grt,grt_usage,20.1,%
power_and_ir_drop,internal_power,255,µW
cts,cts.clk_slew.worst_paths,70,ps
placed_design,gp_congestion,0.880,
synthesis,synth.top_cell.area_share,31.0,%
run,openroad.warnings,30,
synthesis,synth_area,0.00280,mm²
die,io_pins,19,
synthesis,synth_flop_count,38,
drt,antennaDiodeCount,0,
worst_setup_path,crit_type,"reg2out",
worst_setup_path,crit_path_start_kind,"flip-flop",
drt,dr.pass1.iters,5,
power_and_ir_drop,max-vdd-ir-drop,0.0000758,V
synthesis,edf_count,0,
cts,clock.latency.late_pin,300,ps
cts,cts_buffers,5,
synthesis,ys_top_cells_by_area,"dfstp_2 31%, xnor2_1 9.1%, dfrtp_1 4.5%, nor2_1 3.5%, nor3_1 3.4%",
synthesis,yosysUniqueCellTypes,51,
power_and_ir_drop,power.leakage,0.00108,µW
synthesis,avgSynthCellArea,8.68,µm²
drt,routed-via-count,2506,
sta,max_freq,198,MHz
drt,via_per_inst,6.14,
drt,ant_nets,0,
worst_setup_path,slowest_stage,"or4b_1",
layout,logic_area,0.00167,mm²
cts,cts_tree,"yes",
layout,lay_top_cells,"33 x dfstp_2, 29 x xnor2_1, 26 x nor2_1, 24 x nand2_1, 19 x nor3_1",
hold_path,hold_path_class,"reg2reg",
sta,final_hold_viol_count,0,
drt,drc,0,
synthesis,synth_cells,322,
grt,grt_pass1_vias,2301,
synthesis,ys_cells,322,
sta,maxSlewHeadroom,46.2,%
die,die_area,0.00733,mm²
die,fp-row-count,30,
worst_setup_path,cp-end-kind,"output pin",
worst_setup_path,path_common_cell,"nand2_1",
worst_setup_path,critPathMaxStageDelay,690,ps
worst_setup_path,crit_chain,"or4_1 > or4b_1 > nor3_1 > buf_4 > nand2_1 > o22ai_1 > nand2_1 > o21ai_0 > clkdlybuf4s50_1",
synthesis,ys_async_sr_fraction,100,%
sta,finalMaxSlewViolations,0,
grt,grt_max_degree,39,
die,fp.dieW,85.6,µm
sta,timing.final.crit_period,5050,ps
power_and_ir_drop,pwr-share-clk,45.1,%
placed_design,hpwlAfterDp,4820,µm
power_and_ir_drop,p_seq_share,53.6,%
layout,fillCellCount,659,
run,cap_violations,0,
sta,worst_slack,3950,ps
drt,wl,6970,µm
sta,min_period_over_period,56.1,%
sta,finalClockSkew,9.75,ps
drt,first_iter_violations,133,
cts,cts_root_buf,"clkbuf_8",
cts,cts_buffer_depth,2,
layout,flop_area,992,µm²
synthesis,ys_seq_share,35.5,%
grt,grt_pass1_wl,11500,µm
placed_design,port_buffers,18,
worst_setup_path,required,7200,ps
grt,grt-ovfl-total,0,
placed_design,dp_slack,4270,ps
power_and_ir_drop,switchingPower,64.6,µW
synthesis,yosysTopAreaCell,"dfstp_2",
cts,cts_setup_buffers,0,
cts,cts_num_sinks,38,
synthesis,yosysWarnings,1,
layout,layout-drive-gt1-share,15.2,%
worst_setup_path,cp_max_fo,13,
die,initCoreUtil,41.4,%
sta,setup_viol,0,
-- critical path, delay by kind of cell (launching register included) --
family	cells	cell delay, ps
flops	1	390
buf+inv	2	680
simple gates	5	1640
compound gates	2	240
-- through the flow --
step	hold slack (ps)	util (%)	cell area (µm²)	power (µW)
3_5_place_dp	490	44.4	3000	179
5_1_grt	516	46.0	3110	331
6_report	495	46.0	3110	320
3_3_place_gp	488	44.4	3000	179
4_1_cts	500	46.0	3110	323
2_1_floorplan	475	-	2800	174
-- power groups by stage --
stage	clock, µW	combinational (µW)	sequential [µW]
CTS	147	4.69	171
global route	154	5.05	171
finish	144	4.26	171
-- final timing paths --
kind                                    from                  to  slack, ps  cells past startpoint
min                        N[11]$_DFFE_PN1P_   N[11]$_DFFE_PN1P_        490                      1
max in group asynchronous              rst_n    N[0]$_DFFE_PN1P_       7090                      2
min in group asynchronous              rst_n  state[5]$_DFF_PN0_       1570                      2
max reg2reg                 N[7]$_DFFE_PN1P_   N[31]$_DFFE_PN1P_       5170                      7
max                         N[7]$_DFFE_PN1P_             LED[10]       3950                      9
min reg2reg                N[11]$_DFFE_PN1P_   N[11]$_DFFE_PN1P_        490                      1
-- cells in the mapped netlist, drive strengths merged, types with 4 or more instances --
| cell type | n |
|---|---|
| a22oi | 4 |
| o21ai | 10 |
| a21oi | 14 |
| xnor2 | 29 |
| buf | 6 |
| nor4 | 13 |
| a41oi | 8 |
| and4 | 6 |
| dfstp | 33 |
| nor2 | 26 |
| ha | 6 |
| dfrtp | 5 |
| a32oi | 9 |
| a31oi | 4 |
| o22ai | 4 |
| and3 | 13 |
| nand4 | 9 |
| nand2 | 24 |
| nor3 | 19 |
| nand3 | 13 |
| inv | 12 |
| clkbuf | 17 |
-- sequential cells by signal (all words and copies together), names as in the netlist --
signal and flops:
N 32, state 6
-- metal layers --
metal  track usage (%)  share of wire, %  vias up
met4              2.58               1.1        0
met5                 0                 0        -
met3              2.44               3.8       12
met1              32.6                49     1209
met2              30.6                46       49
li1                  -                 -     1236
-- kinds of logic (layout without fill, tap and decap cells) --
family | Yosys count | count (layout) | synth area share (%)
buffers and inverters | 35 | 41 | 4.92
xor gates and xnor gates | 31 | 31 | 9.71
adders and majority gates | 6 | 6 | 2.69
DFF | 38 | 38 | 35.5
and+or+nand+nor | 139 | 139 | 26.8
AOI/OAI and AO/OA | 73 | 73 | 20.4
-- final cells by class --
| type | instances | area share (%) |
|---|---|---|
| Clock buffer | 7 | 2.46 |
| Clock inverter | 1 | 0.967 |
| Inverter | 12 | 1.45 |
| Multi-Input combinational cell | 249 | 53.6 |
| Sequential cell | 38 | 31.9 |
| Tap cell | 80 | 3.22 |
| Timing Repair Buffer | 21 | 6.36 |
Power is estimated from default activity; no workload was simulated.
